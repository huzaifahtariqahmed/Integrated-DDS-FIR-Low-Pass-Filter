==> ./design.v <==
`timescale 1ns/1ps
module fir_low_pass_filter(Data_out,
                           Data_in,
                           clk,
                           rst);
      parameter order = 32;
      parameter word_size_in = 8;
      parameter word_size_out = 2*word_size_in;
      parameter b0 = 8'd0;
      parameter b1 = 8'd2;
      parameter b2 = 8'd3;
      parameter b3 = 8'd4;
      parameter b4 = 8'd4;
      parameter b5 = 8'd2;
      parameter b6 = 8'd0;
      parameter b7 = 8'd0;
      parameter b8 = 8'd0;
      parameter b9 = 8'd0;
      parameter b10 = 8'd0;
      parameter b11 = 8'd5;
      parameter b12 = 8'd18;
      parameter b13 = 8'd32;
      parameter b14 = 8'd44;
      parameter b15 = 8'd50;
      parameter b16 = 8'd50;
      parameter b17 = 8'd44;
      parameter b18 = 8'd32;
      parameter b19 = 8'd18;
      parameter b20 = 8'd5;
      parameter b21 = 8'd0;
      parameter b22 = 8'd0;
      parameter b23 = 8'd0;
      parameter b24 = 8'd0;
      parameter b25 = 8'd0;
      parameter b26 = 8'd2;
      parameter b27 = 8'd4;
      parameter b28 = 8'd4;
      parameter b29 = 8'd3;
      parameter b30 = 8'd2;
      parameter b31 = 8'd0;
      output [word_size_out-1:0] Data_out;
      input [word_size_in-1:0] Data_in;
      input clk,rst;
      reg [word_size_in-1:0] Samples [1:order];
      integer k;
      assign Data_out = b0 * Data_in +
                        b1 * Samples[1] +
                        b2 * Samples[2] +
                        b3 * Samples[3] +
                        b4 * Samples[4] +
                        b5 * Samples[5] +
                        b6 * Samples[6] +
                        b7 * Samples[7] +
                        b8 * Samples[8] +
                        b9 * Samples[9] +
                        b10 * Samples[10] +
                        b11 * Samples[11] +
                        b12 * Samples[12] +
                        b13 * Samples[13] +
                        b14 * Samples[14] +
                        b15 * Samples[15] +
                        b16 * Samples[16] +
                        b17 * Samples[17] +
                        b18 * Samples[18] +
                        b19 * Samples[19] +
                        b20 * Samples[20] +
                        b21 * Samples[21] +
                        b22 * Samples[22] +
                        b23 * Samples[23] +
                        b24 * Samples[24] +
                        b25 * Samples[25] +
                        b26 * Samples[26] +
                        b27 * Samples[27] +
                        b28 * Samples[28] +
                        b29 * Samples[29] +
                        b30 * Samples[30] +
        				b31 * Samples[31];
      always @ (posedge clk)
        if(rst == 1)
          begin
            for(k=1;k<=order;k=k+1)
              Samples[k] <= 0;
          end
      else
        begin
          Samples[1] <= Data_in;
          for(k=2;k<=order;k=k+1)
            Samples[k] <= Samples[k-1];
        end
endmodule
==> ./run.sh <==
#!/bin/bash
# OpenROAD 26Q1-2900-gdf79404cd8, Yosys 0.63+post, stock flow scripts
make -C /OpenROAD-flow-scripts/flow DESIGN_CONFIG=/design/flow/config.mk WORK_HOME=/design/flow/orfs finish
==> ./config.mk <==
export PLATFORM = sky130hd
export DESIGN_NAME = fir_low_pass_filter
export DESIGN_NICKNAME = fir_low_pass_filter
export VERILOG_FILES = /design/flow/design.v
export SDC_FILE = /design/flow/constraint.sdc
export NUM_CORES = 4
export LEC_CHECK = 1
export CORE_UTILIZATION = 50
==> ./constraint.sdc <==
current_design fir_low_pass_filter

set clk_period 9.5
set clk_io_pct 0.2

create_clock -name clk0 -period $clk_period [get_ports {clk}]

set non_clock_inputs [all_inputs -no_clocks]
set_input_delay [expr $clk_period * $clk_io_pct] -clock clk0 $non_clock_inputs
set_output_delay [expr $clk_period * $clk_io_pct] -clock clk0 [all_outputs]
==> results_dict.tcl <==
# implementation run metrics
set metrics [dict create \
    outcome "completed" \
    core_util_floorplan_pct 51.0 \
    critPathKind "reg2out" \
    hp-start "Samples[9][3]" \
    cts_max_level 1 \
    rows 63 \
    crit_fanout 4 \
    routed_via_density 4.64 \
    holdPathStages 1 \
    postCtsHoldBufs 0 \
    grt_util_met3_pct 7.36 \
    use_met1_pct 35.7 \
    skew_ps 17.7 \
    tns_ps 0 \
    core_um2 29800 \
    ys_chip_area_um2 15200 \
    avgRoutedWirePerCell_um 16.0 \
    pwr-share-comb_pct 6.6 \
    dp_hpwl_um 24500 \
    syn2layout_area_growth_pct 16.2 \
    power.density_nw_per_um2 124 \
    critPathSlowestCell "fa_1" \
    critPathRequiredTime_ps 7600 \
    drc 0 \
    grt_max_degree 70 \
    warning_count 29 \
    ant_nets 0 \
    synth_stat.cells 1415 \
    grt_overflow 0 \
    pwr-share-clk_pct 46.9 \
    rsz0062_at_grt "true" \
    r2r.worst_path.cells 2 \
    max_freq_ghz 0.105 \
    sequentialPowerShare_pct 46.5 \
    dr.pass1.iters 4 \
    root_buffer "clkbuf_16" \
    critical-path-top-delay-family "adder cells" \
    antenna_found_initial 1 \
    top_register "Samples" \
    drive_gt1_share_pct 12.9 \
    fp.dieH_um 176 \
    gp_routability_congestion 0.931 \
    path_clk_slew_ps 70 \
    lay_top_cells "inv_1, dfxtp_1, nor2b_1" \
    port_buffers 25 \
    dr.first_iter.drc_count 313 \
    holdPathEnd "Samples[10][3]" \
    grt-busiest-layer "met1" \
    insertion_delay_ps 550 \
    p_sw_share_pct 22.8 \
    r2r_end "Samples[18][4]" \
    avgSynthCellArea_um2 10.7 \
    hold_viol 0 \
    grt_first_pass_wirelength_um 48300 \
    timing.rr.start "Samples[17][4]" \
    synth_cells 1415 \
    num_vias 8807 \
    slew_viol_final 0 \
    ys_ff 240 \
    drv_cap 0 \
    p_int_mw 1.69 \
    start_kind "flip-flop" \
    largest_register_ffs 240 \
    cp_common_cell "fa_1" \
    use_met2_pct 31.2 \
    cts_tree "done" \
    cts.sinks 240 \
    cts_buffers 27 \
    drt_wl_total_um 30300 \
    clk_path_buf_depth 3 \
    leakagePower_nw 8.43 \
    lay_top_count "inv_1" \
    synth_warnings 2 \
    cp.arrival_ps 7580 \
    ioPinCount 26 \
    critPathBufInv 10 \
    top_regs "Samples x240" \
    setup_viol 0 \
    worst_pin_slew_ps 661 \
    fill_cells 2423 \
    post-route-period-util_pct 99.8 \
    ir_worst_vdd_uv 172 \
    period_needed_ps 9480 \
    hp-class "reg2reg" \
    first_global_vias 9160 \
    syn_area_um2 15200 \
    antenna_cells 0 \
    track_usage_pct 21.9 \
    switching_power_uw 498 \
    die_width_um 176 \
    cpPeakStageDelay_ps 560 \
    yosys.stat.seqShare_pct 31.6 \
    final_area_um2 17700 \
    placed_cell_area_um2 16100 \
    relSlewSlack_pct 55.9 \
    dieArea_um2 31100 \
    rrSetupSlack_ps 8640 \
    ys_types 35 \
    worst_setup_path_end_kind "output port" \
]
## power by group through the flow
stage / Sequential, mW / Combinational, mW / Clock [mW]
CTS: 1.02 / 0.140 / 1.05
global route: 1.02 / 0.166 / 1.10
finish: 1.02 / 0.144 / 1.02
## synthesized netlist by cell type
library cell  number  share of area (%)
a211oi_1           3               0.15
a211oi_2           2               0.16
a21boi_0           1              0.049
a21o_1            11               0.54
a21oi_1           27               0.89
a221oi_1           1              0.058
a31o_1             1              0.058
a31oi_1            1              0.041
a41oi_1            1              0.058
and2b_1            1              0.049
buf_1              1              0.025
clkbuf_1          25               0.62
dfxtp_1          240                 32
fa_1             205                 27
ha_1             181                 15
inv_1            321                7.9
mux2i_1            1              0.066
nand2_1           11               0.27
nand3_1            1              0.033
nand3b_1           1              0.049
nand4_1            2              0.082
nor2_1            62                1.5
nor2b_1          218                9.0
nor3_1             7               0.23
o211ai_1           2              0.099
o21ai_0           20               0.66
o21ai_1            1              0.033
o21ai_2            2               0.12
o21bai_1           4               0.20
o22ai_1            2              0.082
o41ai_1            2               0.12
o41ai_2            2               0.21
or3_1              3               0.12
xnor2_1           35                2.0
xor2_1            17               0.98
## routing by layer
| metal | up-vias | part of all wire, % |
|---|---|---|
| li1 | 4402 | - |
| met1 | 4204 | 48 |
| met2 | 169 | 42 |
| met3 | 32 | 8.2 |
| met4 | 0 | 1.5 |
| met5 | - | 0 |
## layout make-up
cell class | count | area, µm² | area share [%]
clock inverters | 15 | 161 | 0.914
multi-input cells | 828 | 9650 | 54.6
flip-flops and latches | 240 | 4830 | 27.3
clock buffers | 33 | 728 | 4.12
repair buffers | 72 | 607 | 3.44
inverters | 321 | 1200 | 6.82
well taps | 390 | 488 | 2.76
## worst max-delay path by stage
stage	startpoint	end	slack, ps	cells after the start
4_1_cts	Samples[16][2]	Data_out[14]	-220	28
5_1_grt	Samples[16][3]	Data_out[15]	-240	28
6_report	Samples[16][3]	Data_out[15]	20	29
## through the flow
| stage | hold slack, ps | worst slack, ps | utilization (%) | std cells | power [mW] |
|---|---|---|---|---|---|
| 6_report | 429 | 15.3 | 59.3 | 1899 | 2.18 |
| 5_1_grt | 444 | -235 | 59.3 | 1899 | 2.28 |
| 4_1_cts | 435 | -219 | 58.4 | 1892 | 2.21 |
| 3_5_place_dp | 422 | -9.14 | 54.0 | 1837 | 1.17 |
| 3_3_place_gp | 416 | 11.1 | 54.0 | 1837 | 1.17 |
| 2_1_floorplan | 414 | 639 | - | 1415 | 1.12 |
## repair_timing
item / 4_1_cts / 5_1_grt
pin swaps: 50 / 32
endpoints found under the setup margin: 8 / 9
buffers inserted: 7 / 7
resized: 76 / 56
## kinds of logic after synthesis
kind of cell | share of synthesized area [%]
buffers and inverters | 8.57
muxes | 0.0659
adders and majority gates | 41.9
DFF | 31.6
AOI/OAI and AO/OA | 3.52
xor gates and xnor gates | 3.00
and+or+nand+nor | 11.3
No activity file was given, so power comes from the tool's default toggle rates.
